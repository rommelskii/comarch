--- design.v ---
module SmartWasteManagement (
    input clk,
    input rst,
    input [7:0] bin1_cap, bin2_cap, bin3_cap,
    input sel1, sel2, sel3,
    output reg [7:0] leds,
    output reg [6:0] seg1, seg2,
    output buzzer1, buzzer2, buzzer3
);
reg [7:0] selected_cap;
always @(*) begin
    if (sel1)       selected_cap = bin1_cap;
    else if (sel2)  selected_cap = bin2_cap;
    else if (sel3)  selected_cap = bin3_cap;
    else            selected_cap = 8'b0;
end
always @(*) begin
  if (selected_cap >= 224 && selected_cap <= 255) begin
    leds = 8'b11111111;  
  end else if (selected_cap >= 192 && selected_cap <= 223) begin
    leds = 8'b01111111;
  end else if (selected_cap >= 160 && selected_cap <= 191) begin
    leds = 8'b00111111;
  end else if (selected_cap >= 128 && selected_cap <= 159) begin
    leds = 8'b00011111;
  end else if (selected_cap >= 96 && selected_cap <= 127) begin
    leds = 8'b00001111;
  end else if (selected_cap >= 64 && selected_cap <= 95) begin
    leds = 8'b00000111;
  end else if (selected_cap >= 32 && selected_cap <= 63) begin
    leds = 8'b00000011;
  end else if (selected_cap >= 0 && selected_cap <= 31) begin
    leds = 8'b00000001;
  end else begin
    leds = 8'b00000000;
  end
end
wire [7:0] percent = (selected_cap * 100) >> 8;  
reg [3:0] tens, units;
always @(*) begin
    tens = percent / 10;
    units = percent % 10;
    case(tens)
        0: seg1 = 7'b0111111;
        1: seg1 = 7'b0000110;
        2: seg1 = 7'b1011011;
        3: seg1 = 7'b1001111;
        4: seg1 = 7'b1100110;
        5: seg1 = 7'b1101101;
        6: seg1 = 7'b1111101;
        7: seg1 = 7'b0000111;
        8: seg1 = 7'b1111111;
        9: seg1 = 7'b1101111;
        default: seg1 = 7'b0000000;
    endcase
    case(units)
        0: seg2 = 7'b0111111;
        1: seg2 = 7'b0000110;
        2: seg2 = 7'b1011011;
        3: seg2 = 7'b1001111;
        4: seg2 = 7'b1100110;
        5: seg2 = 7'b1101101;
        6: seg2 = 7'b1111101;
        7: seg2 = 7'b0000111;
        8: seg2 = 7'b1111111;
        9: seg2 = 7'b1101111;
        default: seg2 = 7'b0000000;
    endcase
end
assign buzzer1 = (bin1_cap >= 230) ? 1'b1 : 1'b0;
assign buzzer2 = (bin2_cap >= 230) ? 1'b1 : 1'b0;
assign buzzer3 = (bin3_cap >= 230) ? 1'b1 : 1'b0;
endmodule
--- run.sh ---
#!/bin/bash
# OpenROAD 26Q1-2900-gdf79404cd8, Yosys 0.63+post, stock flow scripts
make -C /OpenROAD-flow-scripts/flow DESIGN_CONFIG=/design/flow/config.mk WORK_HOME=/design/flow/orfs finish
--- config.mk ---
export PLATFORM = sky130hd
export DESIGN_NAME = SmartWasteManagement
export DESIGN_NICKNAME = SmartWasteManagement
export VERILOG_FILES = /design/flow/design.v
export SDC_FILE = /design/flow/constraint.sdc
export NUM_CORES = 4
export LEC_CHECK = 1
export CORE_AREA = 10 10 111 111
export DIE_AREA = 0 0 121 121
--- constraint.sdc ---
current_design SmartWasteManagement

set clk_period 17.6
set clk_io_pct 0.2

create_clock -name clk0 -period $clk_period

set non_clock_inputs [all_inputs -no_clocks]
set_input_delay [expr $clk_period * $clk_io_pct] -clock clk0 $non_clock_inputs
set_output_delay [expr $clk_period * $clk_io_pct] -clock clk0 [all_outputs]
==> flow_summary.json <==
{
  "status": "finished, final reports clean",
  "start_kind": "input pin",
  "finalPower_mw": 0.663,
  "yosys.area.top_type": "ha_1",
  "dp.cells": 492,
  "worst-path-buf-inv": 4,
  "place.gp.congestion": 0.903,
  "postCtsHoldBufs": 0,
  "cap_violations": 0,
  "cp-end-kind": "primary output",
  "drtPass1Iterations": 4,
  "fin_crit_ns": 15.25,
  "wire_per_inst_microns": 12.1,
  "drtIter0Drc": 109,
  "ant_nets": 0,
  "setup_tns_ns": 0,
  "area_growth_pct": 25.3,
  "io_buffers": 51,
  "crit_fanout": 17,
  "grt_max_degree": 18,
  "viasPerCell": 4.91,
  "ys_area_sq_um": 2350,
  "initial_core_util_pct": 23.8,
  "hold_slack_ns": 7.97,
  "rsz0062_at_grt": "false",
  "slew-limit-headroom_pct": 51.9,
  "grt_pass1_wl_mm": 10.7,
  "ir_drop_mv": 0.0869,
  "hold_path_class": "in2out",
  "fmax_mhz": 65.6,
  "antenna_found_initial": 0,
  "maxSlewViolCount": 0,
  "hold_viol_final": 0,
  "grt-ovfl-total": 0,
  "stdcell_area_sq_um": 2940,
  "route.detailed.drc": 0,
  "top_cell": "ha_1",
  "top_cells_by_count": "47 x ha_1, 32 x nand2_1, 26 x nor2_1",
  "ys_types": 74,
  "critPathTopFamily": "AND-OR/OR-AND gates",
  "tightestPinTransition_ns": 0.714,
  "grtUsageTotal_pct": 8.23,
  "postSynthAreaPerCell_sq_um": 7.39,
  "topCellsByArea": "ha_1 25%, a21oi_1 5.1%, nand2_1 5.1%",
  "dieArea_sq_um": 14600,
  "synthCells": 318,
  "cp.arrival_ns": 11.73,
  "synth_seq_share_pct": 0,
  "drive_above_1_share_pct": 9.75,
  "antenna_cells": 0,
  "placed_cell_area_sq_um": 2940,
  "max_stage_delay_ns": 0.63,
  "die_h_microns": 121,
  "routed_wl_mm": 5.98,
  "critPathSlowestCell": "a211oi_4",
  "p_per_area_nw_per_um2": 225,
  "yosysCellCount": 318,
  "warning_count": 53,
  "netlist.area_leader.share_pct": 25.0,
  "vias": 2418,
  "grt_pass1_vias": 2376,
  "final_util_pct": 29.8,
  "die_w_microns": 121,
  "std_cell_rows": 36,
  "p_leak_nw": 1.25,
  "syn_area_sq_um": 2350,
  "flop_area_sq_um": 0,
  "design.core.area_sq_um": 9860,
  "post-route-period-util_pct": 86.7,
  "layout.cells.non_filler": 492,
  "dpl.hpwl_mm": 4.98,
  "cts_setup_buffers": 0,
  "critical_path_class": "in2out",
  "setup_viol": 0,
  "setup_slack_ns": 2.35,
  "synth-warning-count": 1,
  "ioPinCount": 54,
  "cp.required_ns": 14.08,
  "cts_resized": 0,
  "cpMostUsedCell": "ha_1",
  "dpl_worst_slack_ns": 2.36,
  "flops": 0,
  "clkbuf_count": 0
}
area by class of cell:
cell class / instances / area, sq um
inverter: 19 / 71.3
timing repair buffer: 54 / 533
tap: 133 / 166
multi-input combinational: 286 / 2170
fill: 1061 / 6920
per-layer routing:
metal  share of wire [%]  global-route usage [%]
met4                   0                       0
met1                  49                    11.3
met2                  42                    13.1
met5                   0                       0
met3                 9.2                    2.55
path summary, 6_finish.rpt:
check / start / to / slack [ns] / cells past startpoint
worst max-delay path: sel2 / seg2[3] / 2.35 / 28
worst min-delay path: bin2_cap[5] / buzzer2 / 7.97 / 4
cells by family (layout without fill, tap and decap cells):
| logic type | after synthesis | count (layout) | share of synthesized area, % |
|---|---|---|---|
| buffers and inverters | 32 | 73 | 7.56 |
| other | 1 | 1 | 0.160 |
| XOR/XNOR | 11 | 11 | 4.10 |
| AND-OR/OR-AND | 109 | 109 | 35.5 |
| multiplexers | 4 | 4 | 1.76 |
| AND/OR/NAND/NOR | 112 | 112 | 24.1 |
| adder cells (fa/ha/maj) | 49 | 49 | 26.7 |
where the power goes:
group	internal, mW	switching, mW
registers	0	0
clock network	0	0
logic	0.324	0.339
layout by cell type (no fill, tap or decap), types with 5 or more instances in the layout:
master,count
a21oi_1,24
nand2b_1,6
nand3_1,10
xnor2_1,6
o21ai_0,17
nor3_1,9
nand2_1,32
nor2_1,26
inv_1,17
nand3b_1,5
clkdlybuf4s50_1,51
a22oi_1,6
ha_1,47
xor2_1,5
No activity file was given, so power comes from the tool's default toggle rates.
